**/design/flow/config.mk**
```make
export PLATFORM = sky130hd
export DESIGN_NAME = output_proc
export DESIGN_NICKNAME = output_proc
export VERILOG_FILES = /design/flow/design.v
export SDC_FILE = /design/flow/constraint.sdc
export NUM_CORES = 4
export LEC_CHECK = 1
export CORE_UTILIZATION = 30
```
**/design/flow/constraint.sdc**
```tcl
current_design output_proc

set clk_period 6.2
set clk_io_pct 0.2

create_clock -name clk0 -period $clk_period [get_ports {clk}]

set non_clock_inputs [all_inputs -no_clocks]
set_input_delay [expr $clk_period * $clk_io_pct] -clock clk0 $non_clock_inputs
set_output_delay [expr $clk_period * $clk_io_pct] -clock clk0 [all_outputs]
```
**/design/flow/design.v**
```verilog
`timescale 1ns/100ps
module addthree(din, dout);
    input [3:0] din;
    output reg [3:0] dout;
    always @ (*) begin
        case (din)
            4'd0: dout = 4'd0;
            4'd1: dout = 4'd1;
            4'd2: dout = 4'd2;
            4'd3: dout = 4'd3;
            4'd4: dout = 4'd4;
            4'd5: dout = 4'd8;
            4'd6: dout = 4'd9;
            4'd7: dout = 4'd10;
            4'd8: dout = 4'd11;
            4'd9: dout = 4'd12;
            default: dout = 4'd0;
        endcase
    end
endmodule
`timescale 1ns/100ps
module bcd(din, dout);
    input [8:0] din;
    output [11:0] dout;
    wire [3:0] dat [0:8];
    addthree at0 ({1'd0, din[8:6]}, dat[0]);
    addthree at1 ({dat[0][2:0], din[5]}, dat[1]);
    addthree at2 ({dat[1][2:0], din[4]}, dat[2]);
    addthree at3 ({dat[2][2:0], din[3]}, dat[3]);
    addthree at4 ({dat[3][2:0], din[2]}, dat[4]);
    addthree at5 ({dat[4][2:0], din[1]}, dat[5]);
    addthree at6 ({1'd0, dat[0][3], dat[1][3], dat[2][3]}, dat[6]);
    addthree at7 ({dat[6][2:0], dat[3][3]}, dat[7]);
    addthree at8 ({dat[7][2:0], dat[4][3]}, dat[8]);
    assign dout = {1'd0, dat[6][3], dat[7][3], dat[8], dat[5], din[0]};
endmodule
module output_lut(din, clk, rst, ena, dout);
    parameter NDATA = 128;
    parameter NDATA_LOG = $clog2(NDATA);
    input [NDATA_LOG-1:0] din;
    input clk;
    input rst;
    input ena;
    output reg [8:0] dout = 9'd0;
    always @ (posedge clk or negedge rst) begin
        if (!rst)
            dout <= 9'd0;
        else
            if (!ena)
                case (din)
                    0: dout <= 9'd90;
                    1: dout <= 9'd89;
                    2: dout <= 9'd88;
                    3: dout <= 9'd87;
                    4: dout <= 9'd86;
                    5: dout <= 9'd85;
                    6: dout <= 9'd85;
                    7: dout <= 9'd84;
                    8: dout <= 9'd83;
                    9: dout <= 9'd82;
                    10: dout <= 9'd81;
                    11: dout <= 9'd80;
                    12: dout <= 9'd79;
                    13: dout <= 9'd78;
                    14: dout <= 9'd77;
                    15: dout <= 9'd76;
                    16: dout <= 9'd75;
                    17: dout <= 9'd74;
                    18: dout <= 9'd73;
                    19: dout <= 9'd72;
                    20: dout <= 9'd71;
                    21: dout <= 9'd71;
                    22: dout <= 9'd70;
                    23: dout <= 9'd69;
                    24: dout <= 9'd68;
                    25: dout <= 9'd67;
                    26: dout <= 9'd66;
                    27: dout <= 9'd65;
                    28: dout <= 9'd64;
                    29: dout <= 9'd63;
                    30: dout <= 9'd62;
                    31: dout <= 9'd61;
                    32: dout <= 9'd59;
                    33: dout <= 9'd58;
                    34: dout <= 9'd57;
                    35: dout <= 9'd56;
                    36: dout <= 9'd55;
                    37: dout <= 9'd54;
                    38: dout <= 9'd53;
                    39: dout <= 9'd52;
                    40: dout <= 9'd51;
                    41: dout <= 9'd49;
                    42: dout <= 9'd48;
                    43: dout <= 9'd47;
                    44: dout <= 9'd46;
                    45: dout <= 9'd44;
                    46: dout <= 9'd43;
                    47: dout <= 9'd42;
                    48: dout <= 9'd40;
                    49: dout <= 9'd39;
                    50: dout <= 9'd37;
                    51: dout <= 9'd36;
                    52: dout <= 9'd34;
                    53: dout <= 9'd33;
                    54: dout <= 9'd31;
                    55: dout <= 9'd29;
                    56: dout <= 9'd27;
                    57: dout <= 9'd25;
                    58: dout <= 9'd23;
                    59: dout <= 9'd21;
                    60: dout <= 9'd18;
                    61: dout <= 9'd14;
                    62: dout <= 9'd10;
                    63: dout <= 9'd0;
                    64: dout <= 9'd0;
                    65: dout <= 9'd180;
                    66: dout <= 9'd170;
                    67: dout <= 9'd166;
                    68: dout <= 9'd162;
                    69: dout <= 9'd159;
                    70: dout <= 9'd157;
                    71: dout <= 9'd155;
                    72: dout <= 9'd153;
                    73: dout <= 9'd151;
                    74: dout <= 9'd149;
                    75: dout <= 9'd147;
                    76: dout <= 9'd146;
                    77: dout <= 9'd144;
                    78: dout <= 9'd143;
                    79: dout <= 9'd141;
                    80: dout <= 9'd140;
                    81: dout <= 9'd138;
                    82: dout <= 9'd137;
                    83: dout <= 9'd136;
                    84: dout <= 9'd134;
                    85: dout <= 9'd133;
                    86: dout <= 9'd132;
                    87: dout <= 9'd131;
                    88: dout <= 9'd129;
                    89: dout <= 9'd128;
                    90: dout <= 9'd127;
                    91: dout <= 9'd126;
                    92: dout <= 9'd125;
                    93: dout <= 9'd124;
                    94: dout <= 9'd123;
                    95: dout <= 9'd122;
                    96: dout <= 9'd121;
                    97: dout <= 9'd119;
                    98: dout <= 9'd118;
                    99: dout <= 9'd117;
                    100: dout <= 9'd116;
                    101: dout <= 9'd115;
                    102: dout <= 9'd114;
                    103: dout <= 9'd113;
                    104: dout <= 9'd112;
                    105: dout <= 9'd111;
                    106: dout <= 9'd110;
                    107: dout <= 9'd109;
                    108: dout <= 9'd109;
                    109: dout <= 9'd108;
                    110: dout <= 9'd107;
                    111: dout <= 9'd106;
                    112: dout <= 9'd105;
                    113: dout <= 9'd104;
                    114: dout <= 9'd103;
                    115: dout <= 9'd102;
                    116: dout <= 9'd101;
                    117: dout <= 9'd100;
                    118: dout <= 9'd99;
                    119: dout <= 9'd98;
                    120: dout <= 9'd97;
                    121: dout <= 9'd96;
                    122: dout <= 9'd95;
                    123: dout <= 9'd95;
                    124: dout <= 9'd94;
                    125: dout <= 9'd93;
                    126: dout <= 9'd92;
                    127: dout <= 9'd91;
                endcase
    end
endmodule
`timescale 1ns/100ps
module output_proc(din, clk, rst, ena, cntin, dout);
    parameter NDATA = 128;
    parameter NDATA_LOG = $clog2(NDATA);
    input [NDATA_LOG-1:0] din;
    input clk;
    input rst;
    input ena;
    input [NDATA_LOG-1:0] cntin;
    output reg [20:0] dout = 21'd1;
    wire [8:0] lutout;
    wire [11:0] bcdout;
    wire [20:0] dout_next;
    output_lut #(NDATA) outputLutInst(din, clk, rst, ena, lutout);
    bcd bcdInst(lutout, bcdout);
    sevenseg sevensegInstA(bcdout[3:0], dout_next[6:0]);
    sevenseg sevensegInstB(bcdout[7:4], dout_next[13:7]);
    sevenseg sevensegInstC(bcdout[11:8], dout_next[20:14]);
    always @ (posedge clk or negedge rst) begin
        if (!rst)
            dout <= 21'd1;
        else
            if (!ena)
                if (cntin == {{(NDATA_LOG-3){1'd0}}, 3'd4})
                    dout <= dout_next;
    end
endmodule
`timescale 1ns/100ps
module sevenseg(din, dout);
    input [3:0] din;
    output reg [6:0] dout;
    always @ (*) begin
        case (din)
            0: dout = 7'b1000000;
            1: dout = 7'b1111001;
            2: dout = 7'b0100100;
            3: dout = 7'b0110000;
            4: dout = 7'b0011001;
            5: dout = 7'b0010010;
            6: dout = 7'b0000010;
            7: dout = 7'b1111000;
            8: dout = 7'b0000000;
            9: dout = 7'b0010000;
            default: dout = 7'b1111111;
        endcase
    end
endmodule
```
**/design/flow/run.sh**
```bash
#!/bin/bash
# OpenROAD 26Q1-2900-gdf79404cd8, Yosys 0.63+post, stock flow scripts
make -C /OpenROAD-flow-scripts/flow DESIGN_CONFIG=/design/flow/config.mk WORK_HOME=/design/flow/orfs finish
```
==> qor.yml <==
run_status:
  status: "finished, final reports clean"
synthesis:
  ys_types: 69
  syn_area_um2: 3151
  netlist_instances: 420
  ys_area_um2: 3151
  synthDominantCellAreaShare_pct: 20.65
  ys_seq_share_pct: 21.49
  ff_type: "dfrtp_1"
  synth-seq-cells: 27
  yosys-top-cells-count: "56 x nand2_1, 39 x o21ai_0, 37 x a21oi_1"
  yosysMostFrequentCell: "nand2_1"
  top_cells_by_area: "dfrtp_1 21%, ha_1 8.3%, nand2_1 6.7%, o21ai_0 6.2%, a21oi_1 5.9%"
  synth_area_per_cell_um2: 7.501
  ys_async_sr_fraction_pct: 100.0
  synth-cells-yosys: 420
  yosys_warnings: 5
  top_area_cell: "dfrtp_1"
  synth-edff-count: 0
setup_path:
  worstReg2RegStart: "outputLutInst.dout[5]"
  cp_cell_sequence: "clkdlybuf4s50_1, inv_1, ha_1, nor2_1, or2_2, mux4_2, a211oi_1, a211oi_1, a21oi_1"
  cp_data_required_time_ns: 6.40
  arrival_ns: 4.09
  cp_slowest_cell: "clkdlybuf4s50_1"
  crit_path_end_kind: "flip-flop"
  setup.worst_path.start_class: "input port"
  worstPathMaxFanout: 15
  cp_slowest_stage_delay_ns: 0.81
  cpMostUsedCell: "a211oi_1"
  cp-startpoint: "din[1]"
  critical_path_class: "input port to flip-flop"
run:
  drv_cap: 0
  warnings: 42
sta:
  post-route-min-period_ns: 3.891
  finalSetupTns_ns: 0
  clock_skew_ns: 0.01306
  drv_slew: 0
  rsz0062_at_grt: "false"
  final-setup-viol-count: 0
  worst_pin_slew_ns: 0.7773
  relSlewSlack_pct: 48.18
  timing.final.hold_violations: 0
  max_freq_mhz: 257.0
  finalClockPeriodUsage_pct: 62.76
power:
  p_int_uw: 404.1
  power_leakage_nw: 1.449
  switching_power_uw: 266.8
  pwr-share-clk_pct: 14.7
  switching_share_pct: 39.76
  pwr-share-seq_pct: 35.5
  combPwrFrac_pct: 49.8
  power_density_nw_per_um2: 186.6
  finalPower_uw: 670.9
  ir_drop_mv: 0.1032
clock_tree:
  clk_pin_slew_ns: 0.10
  htreeDepth: 1
  cts_hold_buffers: 0
  clock_sink_count: 27
  post-cts-setup-buffers: 0
  clk_path_buf_depth: 2
  cts_tree: "built"
  cts_root_buf: "clkbuf_8"
  cts_buffers: 3
  clock_latency_ns: 0.27
  cts_resized: 0
placement:
  dp.cells: 560
  port_buffers: 36
  hpwl_um: 5379
  place.gp.congestion: 0.8779
global_routing:
  antenna_found_initial: 0
  grt_max_degree: 51
  grt_pass1_wl_um: 13010
  overflow: 0
  grt_pass1_vias: 2639
  grtUsageTotal_pct: 14.19
route:
  dr.first_iter.drc_count: 183
  dr.pass1.iters: 4
  viasPerCell: 5.307
  avgRoutedWirePerCell_um: 13.25
  antenna_cells: 0
  routed_wirelength_um: 7474
  drc: 0
  vias: 2993
  antenna_left: 0
die:
  num_io_pins: 38
  initial_utilization_pct: 30.79
  dieArea_um2: 10920
  row_count: 37
  core_um2: 10230
  die_h_um: 104.5
  die_x_um: 104.5
worst_hold_path:
  hp-start: "dout[0]"
  hp-class: "flip-flop to flip-flop"
finish:
  drive_above_1_share_pct: 7.009
  final_cells: 564
  area_growth_pct: 14.14
  final_util_pct: 35.15
==> through the flow <==
stage / hold WS (ns) / area [um2] / setup slack, ns
after detailed placement: 0.4585 / 3547 / 2.065
after global placement: 0.4578 / 3547 / 2.118
after floorplan: 0.4226 / 3151 / 2.947
after global routing: 0.4998 / 3596 / 2.216
after CTS: 0.4735 / 3596 / 2.353
final: 0.4698 / 3596 / 2.309
==> final timing paths <==
kind	end	slack [ns]	depth (start not counted)
min	dout[0]	0.47	2
max reg2reg	dout[4]	2.83	11
min in group asynchronous	dout[6]	1.34	2
min reg2reg	dout[0]	0.47	2
max	outputLutInst.dout[3]	2.31	9
max in group asynchronous	dout[0]	4.56	2
==> routing by layer <==
layer | up-vias | wire, um | GRT usage (%)
met5 | - | 0 | 0
met4 | 0 | 33 | 0.9184
met3 | 4 | 347 | 1.343
met2 | 75 | 3248 | 21.43
met1 | 1352 | 3845 | 22.97
li1 | 1562 | - | -
==> sequential cells by signal, summed over array words and instances (netlist names) <==
register / count
dout: 19
outputLutInst.dout: 8
==> power groups by stage <==
stage,clock network [mW],logic [mW],registers [mW]
4_1_cts,0.103,0.335,0.237
5_1_grt,0.112,0.376,0.244
6_report,0.0988,0.334,0.238
==> kinds of logic (layout without fill, tap and decap cells) <==
| family | after synthesis | after routing | share of synthesized area (%) |
|---|---|---|---|
| AOI/OAI and AO/OA | 155 | 155 | 32.84 |
| and+or+nand+nor | 146 | 146 | 22.76 |
| buffers and inverters | 53 | 61 | 7.347 |
| DFF | 27 | 27 | 21.49 |
| adders and majority gates | 21 | 21 | 8.340 |
| muxes | 14 | 14 | 6.275 |
| xor gates and xnor gates | 3 | 3 | 0.8341 |
| other | 1 | 1 | 0.1190 |
==> area by class of cell <==
type,instances,area (um2)
fill,1070,6635
multi-input combinational,340,2242
sequential,27,676.9
timing repair buffer,41,397.9
tap,136,170.2
inverter,16,60.06
clock buffer,3,41.29
clock inverter,1,7.507
==> placed cells by master, fill, tap and decap left out, drive strengths merged, types with 6 or more instances in the layout <==
master	n
a211oi	8
a21oi	37
a31oi	7
clkdlybuf4s50	36
dfrtp	26
ha	21
inv	15
mux2i	7
nand2	56
nand2b	7
nand3	8
nor2	30
nor2b	8
nor3	11
o211ai	8
o21ai	47
o311ai	6
==> critical path, delay by kind of cell <==
family                     cells  cell delay [ns]
buffers and inverters          2             1.11
and+or+nand+nor                2             0.37
adders and majority gates      1             0.45
AOI/OAI and AO/OA              3             0.47
muxes                          1             0.44
No activity file was given, so power comes from the tool's default toggle rates.
