### ./config.mk
export PLATFORM = sky130hd
export DESIGN_NAME = proc_array
export DESIGN_NICKNAME = proc_array
export VERILOG_FILES = /design/flow/design.v
export SDC_FILE = /design/flow/constraint.sdc
export NUM_CORES = 4
export LEC_CHECK = 1
export CORE_UTILIZATION = 50
### ./constraint.sdc
current_design proc_array

set clk_period 5.2
set clk_io_pct 0.2

create_clock -name clk0 -period $clk_period [get_ports {clk}]

set non_clock_inputs [all_inputs -no_clocks]
set_input_delay [expr $clk_period * $clk_io_pct] -clock clk0 $non_clock_inputs
set_output_delay [expr $clk_period * $clk_io_pct] -clock clk0 [all_outputs]
### ./design.v
`timescale 1ns/100ps
module bintree(din, dout);
    parameter NDATA = 128;
    localparam NDATA_LOG = $clog2(NDATA);
    input [NDATA-1:0] din;
    output [NDATA_LOG:0] dout;
    genvar i,x;
    generate
        for(i=1; i<NDATA_LOG;i = i+1) begin: bAdd
            localparam j = (NDATA >> i);
            wire [i:0] data [0:j-1];
            for(x=0; x<j; x = x + 1) begin: bAdder
                localparam nx = x*2;
                if (i == 1)
                    assign bAdd[i].data[x] = din[nx:nx] + din[nx+1:nx+1];
                else
                    assign bAdd[i].data[x] = bAdd[i-1].data[nx] + bAdd[i-1].data[nx+1];
            end
        end
        assign dout = bAdd[NDATA_LOG-1].data[0] + bAdd[NDATA_LOG-1].data[1];
    endgenerate
endmodule
`timescale 1ns/100ps
module proc_array(dinRef, dinSig, clk, rst, ena, cntin, dout);
    parameter NDATA = 128;
    parameter NDATA_LOG = $clog2(NDATA);
    input [NDATA-1:0] dinRef;
    input [NDATA-1:0] dinSig;
    input clk;
    input rst;
    input ena;
    input [NDATA_LOG-1:0] cntin;
    output reg [NDATA_LOG-1:0] dout = {NDATA_LOG{1'd0}};
    reg [NDATA_LOG-1:0] doutId = {NDATA_LOG{1'd0}};
    reg [NDATA_LOG:0] doutVal = {(NDATA_LOG+1){1'd0}};
    reg [NDATA_LOG-1:0] cntstore = {(NDATA_LOG-2){1'd0}};
    wire [1:0] doutLocal;
    wire [NDATA_LOG:0] doutLocalVal;
    wire isReplace;
    wire [NDATA_LOG:0] doutA;
    wire [NDATA_LOG:0] doutB;
    wire [NDATA_LOG:0] doutC;
    wire [NDATA_LOG:0] doutD;
    wire [NDATA-1:0] dinSigA;
    wire [NDATA-1:0] dinSigB;
    wire [NDATA-1:0] dinSigC;
    wire [NDATA-1:0] dinSigD;
    assign dinSigA = dinSig;
    assign dinSigB = {dinSig[NDATA-2:0], dinSig[NDATA-1]};
    assign dinSigC = {dinSig[NDATA-3:0], dinSig[NDATA-1:NDATA-2]};
    assign dinSigD = {dinSig[NDATA-4:0], dinSig[NDATA-1:NDATA-3]};
    xcorr_proc #(NDATA) xcorrProcInstA (
        .dinA (dinRef),
        .dinB (dinSigA),
        .dout (doutA)
    );
    xcorr_proc #(NDATA) xcorrProcInstB (
        .dinA (dinRef),
        .dinB (dinSigB),
        .dout (doutB)
    );
    xcorr_proc #(NDATA) xcorrProcInstC (
        .dinA (dinRef),
        .dinB (dinSigC),
        .dout (doutC)
    );
    xcorr_proc #(NDATA) xcorrProcInstD (
        .dinA (dinRef),
        .dinB (dinSigD),
        .dout (doutD)
    );
    proc_comp #(NDATA) procCompInst (
        .dinA (doutA),
        .dinB (doutB),
        .dinC (doutC),
        .dinD (doutD),
        .dout (doutLocal),
        .doutVal (doutLocalVal)
    );
    assign isReplace = (doutLocalVal > doutVal);
    always @ (posedge clk or negedge rst) begin
        if (!rst) begin
            dout <= {NDATA_LOG{1'd0}};
            doutId <= {NDATA_LOG{1'd0}};
            doutVal <= {(NDATA_LOG+1){1'd0}};
        end
        else begin
            if (!ena) begin
                if (cntin == {(NDATA_LOG){1'd0}}) begin
                    cntstore <= {(NDATA_LOG-2){1'd0}};
                    dout <= doutId;
                    doutId <= {NDATA_LOG{1'd0}};
                    doutVal <= {(NDATA_LOG+1){1'd0}};
                end
                else if (cntin[1:0] == 2'd0) begin
                    if (isReplace) begin
                        doutId <= {cntstore[NDATA_LOG-1:2], doutLocal};
                        doutVal <= doutLocalVal;
                    end
                    cntstore <= cntin;
                end
            end
        end
    end
endmodule
`timescale 1ns/100ps
module proc_comp(dinA, dinB, dinC, dinD, dout, doutVal);
    parameter NDATA = 128;
    parameter NDATA_LOG = $clog2(NDATA);
    input [NDATA_LOG:0] dinA;
    input [NDATA_LOG:0] dinB;
    input [NDATA_LOG:0] dinC;
    input [NDATA_LOG:0] dinD;
    output [1:0] dout;
    output reg [NDATA_LOG:0] doutVal;
    wire dgtA, dgtB, dgtAll;
    assign dgtA = (dinB > dinA);
    assign dgtB = (dinD > dinC);
    assign dgtAll = ((dgtB ? dinD : dinC) > (dgtA ? dinB : dinA));
    assign dout = {dgtAll, (dgtAll ? dgtB : dgtA)};
    always @ (*) begin
        case (dout)
            2'd0: doutVal = dinA;
            2'd1: doutVal = dinB;
            2'd2: doutVal = dinC;
            2'd3: doutVal = dinD;
        endcase
    end
endmodule
`timescale 1ns/100ps
module xcorr_proc(dinA, dinB, dout);
    parameter NDATA = 128;
    localparam NDATA_LOG = $clog2(NDATA);
    input [NDATA-1:0]           dinA;
    input [NDATA-1:0]           dinB;
    output [NDATA_LOG:0]        dout;
    wire [NDATA-1:0]            dproc;
    assign dproc = ~(dinA ^ dinB);
    bintree #(NDATA) bintreeInst (
        .din                    (dproc),
        .dout                   (dout)
    );
endmodule
### ./run.sh
#!/bin/bash
# OpenROAD 26Q1-2900-gdf79404cd8, Yosys 0.63+post, stock flow scripts
make -C /OpenROAD-flow-scripts/flow DESIGN_CONFIG=/design/flow/config.mk WORK_HOME=/design/flow/orfs finish
==> run summary <==
Entry: Yosys synthesis followed by OpenROAD place and route.

Setup path:
- The run puts the peak per-stage delay on the critical path at 0.64 ns.
- The worst setup path is captured at a flip-flop.
- The run gives the category of the critical setup timing path as in -> reg.
- STA classifies the critical path startpoint as an input port.
- The run gives the largest delay contributor family on the critical path as adder cells.
- The run gives the required time of the critical path as 5.35 ns.
- The critical path contains buffers and inverters numbering 7 combined.
- In this design, the critical path's most frequently occurring cell is sky130_fd_sc_hd__fa_1.
- Looking at the critical path, the single cell with the biggest stage delay is sky130_fd_sc_hd__fa_2.
- The run gives the worst-path maximum fanout as 6.
- The run puts the endpoint arrival time on the critical path at 12.63 ns.

Final layout:
- The run gives the total non-filler cell area in the finished layout as 0.02810 mm2.
- In the final layout, the share of cells above drive strength 1 is 33.98%.
- Leaving out fill and tap cells, the most frequent cells in the layout are 419 x sky130_fd_sc_hd__fa_1, 411 x sky130_fd_sc_hd__buf_4, 390 x sky130_fd_sc_hd__inv_1, 210 x sky130_fd_sc_hd__xnor2_1, 203 x sky130_fd_sc_hd__xor2_1.
- The run puts the layout-stage area growth over the synthesis result at 42.55%.
- Per the cell usage report, the commonest logic cell in the layout is sky130_fd_sc_hd__fa_1.

Floorplanning:
- For this design the top-level I/O count stands at 273.
- The run gives the number of cell rows as 72.
- Per the OpenROAD floorplan log, the area of the die is 0.04022 mm2.
- Per the OpenROAD floorplan log, the area of the core is 0.03874 mm2.
- The run gives the overall die width as 200.5 um.
- The run gives the height of the die as 200.5 um.
- The run puts the fraction of the core area occupied by cells at floorplan at 50.88%.

Clock tree:
- The CTS log lists the clock sinks for this run as 27.
- On the worst setup and hold paths after CTS, the clock-pin slew comes to 0.06 ns.
- TritonCTS built the clock tree.
- The tree is rooted in a sky130_fd_sc_hd__clkbuf_16.
- The run gives the maximum number of buffers from clock root to sink as 2.
- CTS built an H-tree with a depth of 1.
- As reported, the later end of the worst-skew pair has a clock insertion delay of 0.26 ns.
- Per the TritonCTS log, the buffer count is 3.

Status:
- The final reports fail on negative setup slack.
- The flow ran to the end, but the final reports show violations.

Global route:
- Routing resource usage on met1 recorded by global route was 52.95%.
- The run gives the layer with the highest usage as met2.
- The run gives the global-route met2 utilization as 57.92%.
- The via count of the first global-routing pass came to 16900.
- The run gives the final global-route overflow total as 0.
- The run puts the largest net degree at the start of global routing at 24.
- The run gives the wire length of the first global-routing pass as 102000 um.
- The run puts the met3 global-route usage at 17.27%.
- The number of antenna violations at the first check in global routing was 2.
- The global routing report lists combined usage of all routing layers as 38.20%.

Synthesis:
- The synthesis report lists the most area-consuming cells as sky130_fd_sc_hd__fa_1 47%, sky130_fd_sc_hd__xnor2_1 12%, sky130_fd_sc_hd__xor2_1 11%.
- The run puts the number of standard cells after synthesis at 1910.
- The run gives the warning count from the yosys run as 3.
- Before any placement, the netlist area is recorded as 0.01971 mm2.
- The run puts the number of synthesized flops with an enable pin at 5.
- The run puts the number of cells in Yosys stat at 1910.
- The run gives the chip area in the Yosys report as 0.01971 mm2.
- The run gives the synthesis-stage register bit count as 27.
- Looking at area per cell type in the netlist, the leader is sky130_fd_sc_hd__fa_1.
- The run puts the async set-or-reset flop fraction in the synthesized netlist at 81.48%.
- Summing the sequential cell areas from Yosys gives 3.555% of the chip area.
- The run gives the number of different library cells in the post-synthesis netlist as 63.
- The run puts the area fraction of the dominant cell type after synthesis at 46.72%.
- Post-synth the commonest register cell is sky130_fd_sc_hd__dfrtp_1.
- The run gives the average cell area after synthesis as 10.32 um2.

Timing:
- Post-route period utilization is reported as 240.1%.
- The run puts the final hold slack at 0.4983 ns.
- For reference, the final report shows the hold violation count at 0.
- The run puts the final count of pins violating max slew at 0.
- Setup repair after global routing could not meet its margin everywhere.
- For this run, the final setup violation count is recorded as 22.
- The run gives the achievable clock frequency as 80.09 MHz.
- The run gives the worst clock skew as 0.001724 ns.
- The routed design could run at a clock period as short as 12.49 ns.
- The slew check shows that the tightest pin keeps a relative margin of 67.78%.
- The run puts the final worst-path setup slack at -7.286 ns.
- The transition time recorded at the tightest slew-check pin is 0.4821 ns.

Run:
- The run gives the number of max-cap violations as 0.
- Warnings raised by the tools during the run amount to 28.

Place:
- The run gives the instance area at placement as 0.02604 mm2.
- The run puts the post-DP HPWL at 63500 um.
- As logged by OpenROAD, the buffers inserted on ports number 272.
- RePlAce ended its routability-driven mode at a weighted congestion of 1.086.

Route:
- For this block, the via count after detailed routing is 15080.
- The run gives the first-pass detailed-route iteration total as 4.
- For this run, the detailed router reports a per-instance via density of 4.884.
- The run puts the wire length reported by the detailed router at 70360 um.
- The run gives the number of nets still failing antenna checks after routing as 0.
- TritonRoute output was used to compute an average wire per cell of 22.79 um.
- The run gives the number of remaining DRC errors as 0.
- The violation tally recorded at the end of detailed-routing iteration 0 is 508.
- The run puts the antenna diode count at 0.

Hold path:
- The min-delay analysis places its worst path in the category reg -> reg.
-- path summary, 6_finish.rpt --
| check | to | slack [ns] | start | cells after the start |
|---|---|---|---|---|
| min in group asynchronous | doutId[5]$_DFFE_PN0P_ | 1.13 | rst | 2 |
| hold reg to reg | doutId[1]$_DFFE_PN0P_ | 0.50 | doutId[1]$_DFFE_PN0P_ | 2 |
| setup reg to reg | dout[5]$_DFFE_PN0P_ | 2.84 | doutVal[1]$_DFFE_PN0P_ | 11 |
| max in group asynchronous | doutId[3]$_DFFE_PN0P_ | 3.85 | rst | 2 |
| hold / removal | doutId[1]$_DFFE_PN0P_ | 0.50 | doutId[1]$_DFFE_PN0P_ | 2 |
| setup / recovery | dout[5]$_DFFE_PN0P_ | -7.29 | dinRef[11] | 40 |
-- cell type report --
| cell class | instances | area, um2 |
|---|---|---|
| Sequential cell | 27 | 700.7 |
| Fill cell | 2702 | 10640 |
| Clock buffer | 4 | 78.83 |
| Multi-Input combinational cell | 1358 | 18710 |
| Inverter | 424 | 1592 |
| Tap cell | 518 | 648.1 |
| Timing Repair Buffer | 756 | 6365 |
-- synth_stat cells (3+ instances only) --
master,instances
sky130_fd_sc_hd__fa_1,460
sky130_fd_sc_hd__inv_1,424
sky130_fd_sc_hd__xnor2_1,281
sky130_fd_sc_hd__xor2_1,245
sky130_fd_sc_hd__ha_1,131
sky130_fd_sc_hd__clkbuf_1,100
sky130_fd_sc_hd__nand2_1,28
sky130_fd_sc_hd__o21ai_0,24
sky130_fd_sc_hd__a21oi_1,22
sky130_fd_sc_hd__dfrtp_1,22
sky130_fd_sc_hd__nor2_1,21
sky130_fd_sc_hd__a21o_1,15
sky130_fd_sc_hd__a211oi_1,13
sky130_fd_sc_hd__nand3_1,11
sky130_fd_sc_hd__o21a_1,11
sky130_fd_sc_hd__mux2_2,9
sky130_fd_sc_hd__nor2b_1,8
sky130_fd_sc_hd__a22o_1,6
sky130_fd_sc_hd__nor3_1,6
sky130_fd_sc_hd__edfxtp_1,5
sky130_fd_sc_hd__nand4_1,4
sky130_fd_sc_hd__o211ai_1,4
sky130_fd_sc_hd__mux2i_1,3
sky130_fd_sc_hd__nand2b_1,3
sky130_fd_sc_hd__nor3b_1,3
sky130_fd_sc_hd__o21bai_1,3
-- layer usage --
metal / part of all wire [%] / vias up
met3: 12 / 98
li1: - / 6909
met4: 3.6 / 2
met5: 0.014 / -
met2: 47 / 675
met1: 38 / 7393
-- per-stage QoR --
stage                     worst slack, ns  utilization [%]  TNS [ns]  std cells
after global routing               -7.589            72.53   -165.56       3087
final                              -7.286            72.53   -158.69       3087
after floorplan                    -6.814                -   -148.75       1910
after CTS                          -7.348            69.59   -160.00       3066
after global placement             -8.370            67.23   -182.75       3014
after detailed placement           -8.413            67.23   -183.56       3014
-- registers in the layout (all words and copies together) (netlist names) --
signal and cells:
cntstore 5, dout 7, doutId 7, doutVal 8
-- tightest hold or removal path, cell delays in order (launching register included) --
cell	delay, ns
sky130_fd_sc_hd__dfrtp_1	0.34
sky130_fd_sc_hd__nand2_1	0.06
sky130_fd_sc_hd__o31ai_1	0.06
-- logic make-up (layout without fill, tap and decap cells) --
| family | after synthesis | count (layout) | share of synthesized area [%] |
|---|---|---|---|
| simple gates | 99 | 100 | 2.577 |
| compound gates | 127 | 128 | 4.621 |
| fa+ha+maj | 591 | 591 | 55.04 |
| buf+inv | 527 | 1184 | 10.09 |
| xor+xnor | 527 | 527 | 23.46 |
| flops | 27 | 27 | 3.555 |
| mux | 12 | 12 | 0.6666 |
-- timing repair --
action	4_1_cts	5_1_grt
resized	408	409
hold buffers	0	0
setup endpoints to repair	22	22
gates cloned	3	0
buffers inserted	46	25
pin swaps	115	192
hold endpoints to repair	0	0
