===== flow/constraint.sdc =====
current_design input_buff

set clk_period 4.6
set clk_io_pct 0.2

create_clock -name clk0 -period $clk_period [get_ports {clk}]

set non_clock_inputs [all_inputs -no_clocks]
set_input_delay [expr $clk_period * $clk_io_pct] -clock clk0 $non_clock_inputs
set_output_delay [expr $clk_period * $clk_io_pct] -clock clk0 [all_outputs]

===== flow/config.mk =====
export PLATFORM = sky130hd
export DESIGN_NAME = input_buff
export DESIGN_NICKNAME = input_buff
export VERILOG_FILES = /design/flow/design.v
export SDC_FILE = /design/flow/constraint.sdc
export NUM_CORES = 4
export LEC_CHECK = 1
export CORE_UTILIZATION = 50

===== flow/run.sh =====
#!/bin/bash
# OpenROAD 26Q1-2900-gdf79404cd8, Yosys 0.63+post, stock flow scripts
make -C /OpenROAD-flow-scripts/flow DESIGN_CONFIG=/design/flow/config.mk WORK_HOME=/design/flow/orfs finish

===== flow/design.v =====
`timescale 1ns/100ps
module input_buff(  din, cntin, clk, rst, ena,
                    doutRef, doutSigA, doutSigB, doutSigC);
    parameter NDATA = 128;
    localparam NDATA_LOG = $clog2(NDATA);
    input [3:0] din;
    input [NDATA_LOG-1:0] cntin;
    input clk;
    input rst;
    input ena;
    output [NDATA-1:0] doutRef;
    output [NDATA-1:0] doutSigA;
    output [NDATA-1:0] doutSigB;
    output [NDATA-1:0] doutSigC;
    reg [7:0] dinBuff = 8'd0;
    serial_buff #(1'd1, NDATA) serialBuffInstA (
        .din (dinBuff[4]),
        .cntin (cntin),
        .clk (clk),
        .rst (rst),
        .ena (ena),
        .dout (doutRef)
    );
    serial_buff #(1'd0, NDATA) serialBuffInstB (
        .din (dinBuff[5]),
        .cntin (cntin),
        .clk (clk),
        .rst (rst),
        .ena (ena),
        .dout (doutSigA)
    );
    serial_buff #(1'd0, NDATA) serialBuffInstC (
        .din (dinBuff[6]),
        .cntin (cntin),
        .clk (clk),
        .rst (rst),
        .ena (ena),
        .dout (doutSigB)
    );
    serial_buff #(1'd0, NDATA) serialBuffInstD (
        .din (dinBuff[7]),
        .cntin (cntin),
        .clk (clk),
        .rst (rst),
        .ena (ena),
        .dout (doutSigC)
    );
    always @ (posedge clk or negedge rst) begin
        if (!rst) begin
            dinBuff <= 8'd0;
        end
        else
            if (!ena) begin
                dinBuff[7:4] <= dinBuff[3:0];
                dinBuff[3:0] <= din;
            end
    end
endmodule
`timescale 1ns/100ps
module serial_buff(din, cntin, clk, rst, ena, dout);
    parameter MOVIN = 1'd0;
    parameter NDATA = 128;
    localparam NDATA_LOG = $clog2(NDATA);
    input din;
    input [NDATA_LOG-1:0] cntin;
    input clk;
    input rst;
    input ena;
    output reg [NDATA-1:0] dout = {NDATA{1'd0}};
    wire [NDATA-1:0] buffer;
    shift_reg #(NDATA) shiftRegInst (
        .din (din),
        .clk (clk),
        .rst (rst),
        .ena (ena),
        .dout (buffer)
    );
    always @ (posedge clk or negedge rst) begin
        if (!rst)
            dout <= {NDATA{1'd0}};
        else begin
            if (!ena) begin
                if (cntin == {(NDATA_LOG){1'd0}})
                    dout <= buffer;
                else if (!MOVIN && cntin[1:0] == 2'd0) begin
                    dout[NDATA-1:4] <= dout[NDATA-5:0];
                    dout[3:0] <= dout[NDATA-1:NDATA-4];
                end
                else
                    dout <= dout;
            end
        end
    end
endmodule
`timescale 1ns/100ps
module shift_reg(din, clk, rst, ena, dout);
    parameter NDATA = 128;
    localparam NDATA_LOG = $clog2(NDATA);
    input din;
    input clk;
    input rst;
    input ena;
    output [NDATA-1:0] dout;
    reg [NDATA-1:0] dout = {NDATA{1'd0}};
    always @ (posedge clk or negedge rst) begin
        if (!rst)
            dout <= {NDATA{1'd0}};
        else begin
            if (!ena) begin
                dout[NDATA-1:1] <= dout[NDATA-2:0];
                dout[0] <= din;
            end
        end
    end
endmodule

==> flow_summary_export.csv <==
group,metric,value,unit
pwr,power_switching,6570,uW
routing,drt_wl_total,115,mm
sta,fin_setup_tns,0,ps
global_route,grt_pass1_vias,30900,
floorplan,fp-utilization,50.7,%
worst_setup_path,crit_buf_inv,3,
clock_tree,cts_buffers,107,
sta,setup_viol,0,
floorplan,chip_area,88000,um2
worst_setup_path,crit_required,5130,ps
pwr,p_leak,0.0232,uW
global_route,gr-total-overflow,0,
pwr,power,24900,uW
yosys,ys_types,21,
routing,num_vias,31000,
sta,fin_crit_sh,67.1,%
routing,drc,0,
yosys,top_cells_by_area,"dfrtp_1 60%, mux2_2 17%, o31ai_1 6.0%, a31oi_1 5.0%, a21oi_1 4.0%",
run,max_cap_violations,0,
run,warning_count,58,
sta,rsz0062_at_grt,"false",
clock_tree,clk_latency,660,ps
worst_setup_path,end_kind,"flop",
routing,wl_per_cell,22.3,um
pwr,peakVddDrop,355,uV
placed_design,post-dp-hpwl,68.8,mm
clock_tree,cts_tree,"done",
floorplan,dieHeight,297,um
yosys,ys_cells,3594,
final_layout,layout_top_cells,"1032 x dfrtp_1, 648 x mux2_2, 522 x clkdlybuf4s50_1",
final_layout,fillCellCount,6338,
outcome,outcome,"finished clean",
sta,fin_crit,3080,ps
global_route,grt_max_degree,149,
clock_tree,htreeDepth,3,
clock_tree,path_clk_slew,60,ps
yosys,ys_area,43400,um2
yosys,top_area_share,59.5,%
sta,final_hold_viol_count,0,
final_layout,seqCellArea,25800,um2
final_layout,logic_area,16100,um2
worst_setup_path,cpMaxStageDelayCell,"or4_4",
routing,antenna-diode-count,0,
pwr,comb_power_share,17.0,%
sta,drv_slew,0,
sta,worstMarginPinSlew,916,ps
pwr,pwr-share-seq,47.3,%
yosys,synth_flops,1032,
pwr,swShare,26.3,%
final_layout,area_growth,22.2,%
pwr,p_int,18400,uW
sta,fmax,324,MHz
floorplan,num_rows,107,
final_layout,post_route_cells_drive_above_1_share,22.1,%
worst_setup_path,path_class,"input port to flop",
clock_tree,clock_path_buffers,3,
clock_tree,cts-root-buf,"clkbuf_16",
floorplan,die_w,297,um
yosys,yosys.stat.seqShare,59.5,%
global_route,grt_usage,27.6,%
yosys,yosysWarnings,4,
placed_design,gp_congestion,0.866,
worst_setup_path,critPathTopFamily,"simple AND/OR/NAND/NOR gates",
yosys,postSynthAreaPerCell,12.1,um2
worst_setup_path,slowest_delay,770,ps
floorplan,fp.coreArea,85500,um2
floorplan,pin_count,526,
clock_tree,cts_resized,0,
yosys,syn_inst,3594,
yosys,synth_top_cell_by_area,"dfrtp_1",
sta,clock_skew,19.9,ps
clock_tree,cts.sinks,1032,
pwr,clockPowerShare,35.7,%
clock_tree,cts_hold_buffers,0,
clock_tree,cts_setup_buffers,0,
routing,first_pass_iters,7,
routing,antenna_left,0,
global_route,antenna_found_initial,1,
routing,first_iter_violations,2287,
worst_setup_path,crit_path_cell_trace,"clkdlybuf4s50_1 -> or4_4 -> nor4_4 -> buf_4 -> buf_12 -> mux2_2",
worst_setup_path,start_kind,"input port",
sta,relSlewSlack,38.9,%
global_route,grt_pass1_wl,181,mm
placed_design,io_buffers,525,
worst_setup_path,crit_arrival,3620,ps
worst_hold_path,hp-class,"input port to asynchronous set/reset pin",
pwr,p_per_area,470,nW/um2
routing,via_per_inst,6.02,
yosys,syn_area,43400,um2
final_layout,layout_top_cell,"dfrtp_1",
worst_setup_path,cp_max_fo,64,
==> stage by stage <==
step                      hold WS (ps)  std cells  utilization [%]  area [um2]  setup slack, ps
after global placement             482       4951             57.7       49400              885
after floorplan                    455       3594                -       43400             1970
after detailed placement           487       4951             57.7       49400              864
after CTS                          279       5149             62.0       53000             1560
after global routing               276       5149             62.0       53000             1420
final                              246       5149             62.0       53000             1520
==> routing by layer <==
metal / vias to the layer above / part of all wire, % / track usage (%)
li1: 14000 / - / -
met5: - / 0.10 / 0.887
met1: 15800 / 41 / 42.6
met4: 4 / 3.8 / 8.85
met3: 204 / 9.5 / 9.54
met2: 1043 / 45 / 38.8
==> path summary, 6_finish.rpt <==
path	from	to	slack (ps)	cells past startpoint
min in group clk0	dinBuff[2]$_DFFE_PN0N_	dinBuff[2]$_DFFE_PN0N_	500	1
hold / removal	rst	serialBuffInstB.shiftRegInst.dout[42]$_DFFE_PN0N_	250	1
hold reg to reg	dinBuff[2]$_DFFE_PN0N_	dinBuff[2]$_DFFE_PN0N_	500	1
setup / recovery	cntin[1]	serialBuffInstA.dout[26]$_DFFE_PN0P_	1520	6
max in group asynchronous	rst	serialBuffInstA.shiftRegInst.dout[68]$_DFFE_PN0N_	2900	3
setup reg to reg	serialBuffInstB.dout[127]$_DFFE_PN0P_	serialBuffInstB.dout[3]$_DFFE_PN0P_	3710	2
==> layout make-up <==
| type | count | area share [%] |
|---|---|---|
| flip-flops and latches | 1032 | 48.7 |
| multi-input cells | 2192 | 30.3 |
| repair buffers | 583 | 11.4 |
| clock buffers | 172 | 6.25 |
| well taps | 1144 | 2.70 |
| clock inverters | 26 | 0.642 |
==> flip-flops by register name, indices dropped and copies added, names as in the netlist <==
register / flops
serialBuffInstA.dout: 128
serialBuffInstD.dout: 128
serialBuffInstC.dout: 128
serialBuffInstC.shiftRegInst.dout: 128
serialBuffInstB.dout: 128
serialBuffInstA.shiftRegInst.dout: 128
serialBuffInstD.shiftRegInst.dout: 128
dinBuff: 8
serialBuffInstB.shiftRegInst.dout: 128
==> power by group through the flow <==
| stage | Sequential [uW] | Clock [uW] | Combinational, uW |
|---|---|---|---|
| CTS | 11800 | 9070 | 4290 |
| global route | 12000 | 9410 | 4740 |
| finish | 11800 | 8890 | 4240 |
==> Yosys cell counts <==
cell         n
mux2_2     648
buf_4        2
clkbuf_1   321
or2_2        1
nor3_2       1
nor2_1     346
or4_1        1
nand2_1     77
or3_1        1
o311ai_0    38
buf_1       21
a31oi_1    346
dfrtp_1   1032
nor4_4       1
o31ai_1    346
o211ai_1    38
buf_6       12
a21oi_1    346
nor3_1       1
nor4_1       1
buf_2       14
==> kinds of logic (layout without fill, tap and decap cells) <==
| group | after synthesis | count (layout) | share of synthesized area (%) |
|---|---|---|---|
| simple gates | 430 | 430 | 3.80 |
| mux | 648 | 648 | 16.8 |
| compound gates | 1114 | 1114 | 16.4 |
| flops | 1032 | 1032 | 59.5 |
| buf+inv | 370 | 781 | 3.47 |
Power is estimated from default activity; no workload was simulated.
